### flow/config.mk
export PLATFORM = sky130hd
export DESIGN_NAME = Ram256x32
export DESIGN_NICKNAME = Ram256x32
export VERILOG_FILES = /design/flow/design.v
export SDC_FILE = /design/flow/constraint.sdc
export NUM_CORES = 4
export LEC_CHECK = 1
export CORE_UTILIZATION = 40
export SYNTH_MEMORY_MAX_BITS = 65536
### flow/design.v
module Ram256x32(Address, Din, Dout, RW,clk);
input [7:0] Address;
input [31:0]Din;
output [31:0]Dout;
input RW;
input clk;
wire[31:0] Dout0, Dout1, Dout2, Dout3, D0,D1,D2,D3;
wire [3:0]CS;
decoder2x4 a(Address[7:6],CS);
Ram64x8 z(Address[5:0], CS[0], Din[31:24], Dout0[31:24], RW,clk);
Ram64x8 b(Address[5:0], CS[0], Din[23:16], Dout0[23:16], RW,clk);
Ram64x8 c(Address[5:0], CS[0], Din[15:8], Dout0[15:8], RW,clk);
Ram64x8 d(Address[5:0], CS[0], Din[7:0], Dout0[7:0], RW,clk);
Ram64x8 e(Address[5:0], CS[1], Din[31:24], Dout1[31:24], RW,clk);
Ram64x8 f(Address[5:0], CS[1], Din[23:16], Dout1[23:16], RW,clk);
Ram64x8 g(Address[5:0], CS[1], Din[15:8], Dout1[15:8], RW,clk);
Ram64x8 h(Address[5:0], CS[1], Din[7:0], Dout1[7:0], RW,clk);
Ram64x8 i(Address[5:0], CS[2], Din[31:24], Dout2[31:24], RW,clk);
Ram64x8 j(Address[5:0], CS[2], Din[23:16], Dout2[23:16], RW,clk);
Ram64x8 k(Address[5:0], CS[2], Din[15:8], Dout2[15:8], RW,clk);
Ram64x8 l(Address[5:0], CS[2], Din[7:0], Dout2[7:0], RW,clk);
Ram64x8 m(Address[5:0], CS[3], Din[31:24], Dout3[31:24], RW,clk);
Ram64x8 n(Address[5:0], CS[3], Din[23:16], Dout3[23:16], RW,clk);
Ram64x8 o(Address[5:0], CS[3], Din[15:8], Dout3[15:8], RW,clk);
Ram64x8 p(Address[5:0], CS[3], Din[7:0], Dout3[7:0], RW,clk);
TriStateBuffer q(Dout0,D0,CS[0]);
TriStateBuffer qq(Dout1,D1,CS[1]);
TriStateBuffer qqq(Dout2,D2,CS[2]);
TriStateBuffer qqqq(Dout3,D3,CS[3]);
assign Dout = D0 | D1 | D2 | D3;
endmodule
module decoder2x4(Select, out);
input [1:0] Select;
output reg [3:0] out;
always @(*)
	begin 
		case(Select)
		2'b00: 
		out <= 4'b0001;
		2'b01: 
		out <= 4'b0010;
		2'b10: 
		out <= 4'b0100;
		2'b11: 
		out <= 4'b1000;
		endcase
	end
endmodule
module TriStateBuffer(In,Out,Enable);
input [31:0]In;
input Enable;
output reg [31:0]Out;
always @(*) begin
Out = Enable? In:32'b0; 
end
endmodule
module Ram64x8 (Address, CS, Din, Dout, RW,clk);
input [5:0] Address;
input CS;
input RW;
input clk;
input [7:0] Din;
output [7:0] Dout;
reg [7:0] mem_array [63:0];
reg [7:0] mem_out; 
always@(posedge clk) begin
if (CS && RW) 
mem_array[Address] = Din;
end
always@(posedge clk) begin
if (CS && ~RW)
mem_out = mem_array[Address];
end
assign Dout = mem_out;
endmodule
### flow/run.sh
#!/bin/bash
# OpenROAD 26Q1-2900-gdf79404cd8, Yosys 0.63+post, stock flow scripts
make -C /OpenROAD-flow-scripts/flow DESIGN_CONFIG=/design/flow/config.mk WORK_HOME=/design/flow/orfs finish
### flow/constraint.sdc
current_design Ram256x32

set clk_period 94.7
set clk_io_pct 0.2

create_clock -name clk0 -period $clk_period [get_ports {clk}]

set non_clock_inputs [all_inputs -no_clocks]
set_input_delay [expr $clk_period * $clk_io_pct] -clock clk0 $non_clock_inputs
set_output_delay [expr $clk_period * $clk_io_pct] -clock clk0 [all_outputs]
==> results_slide.txt <==
Run Summary

Outcome
  • Run status: completed

Yosys
  • EDFF count, synth: 8,320
  • Ao+oa area frac: 10.6%
  • Basic Gates by Area: 2.45%
  • Mean Syn Cell Area: roughly 18 sq um
  • Mapped Area: 0.313 sq mm
  • Yosys cell count: 17,100
  • Synth Seq Share: 79.9%
  • Yosys Warn Count: 3
  • Xor+xnor area frac: 0%
  • Adder-Cell Fraction of Synth Area: 0%
  • Flops after synth: about 8,300
  • Predominant post-synthesis flop cell: edfxtp_1
  • YS chip area: approximately 0.31 sq mm
  • Mapped Cells: around 17,000
  • MUX area fraction: around 5.3%
  • Unique cell types: approximately 65
  • Ys async rst share: 0%
  • Comb area leader: AND-OR/OR-AND gates

Floorplan
  • Die X: 886 um
  • Die height: 886 um
  • Row cnt: 324
  • Top Ports: 74
  • FP Util: 40.2%
  • Core box area: 0.779 sq mm
  • Die ar.: approximately 0.8 sq mm

Worst hold path
  • Hold path depth: 3
  • Hold WC Path Type: reg2reg

GRT
  • Grt ovf: 0
  • Initial antenna violation count: 133
  • Global-route wire length before repair: 1450 mm
  • Largest net degree at the start of global routing: 141
  • Vias in the first global route: 184,000
  • Gr usage total: 29.2%

Final timing
  • Worst Tran Pin Value: approximately 1.5 ns
  • Setup TNS: 0 ns
  • Final Skew: 0.0647 ns
  • F_max: 0.0253 GHz
  • Unrepaired setup endpoints after global routing: false
  • Setup violators final: 0
  • Max_slew headroom: approximately 3.0%
  • Hold Vio Cnt, Final: 0
  • Final count of pins violating max slew: 0
  • Min Tclk post-route: 39.60 ns
  • Final period util: 41.8%

CTS
  • CTS Buf Count: 817
  • Clock net sink count: about 8,300
  • Post-cts repair resize count: 0
  • Post-CTS Setup Inserts: 0
  • Clock buffer depth: 4
  • H-tree depth: 6
  • Latency at later pin: between 1 and 1.5 ns
  • Worst-path clk slew: 0.06 ns
  • Clk root buf: clkbuf_16
  • CTS tree: done
  • Post-cts hold-fix buffer tally: 0

Route
  • Post-detailed-route count of antenna-violating nets: 0
  • Routed wire length: 1060 mm
  • Vias per cell: 6.13
  • Per-cell routed wire length: 36.3 um
  • First-pass iteration count of the detailed router: 8
  • Initial drt markers: 14,400
  • DRC viols: 0
  • Via count: 179,000

Setup path
  • Critical Path Max Stage Delay: around 0.62 ns
  • Crit Path Class: in2out
  • Worst-path maximum fanout: roughly 40
  • R2R cell count: 6
  • Slowest-stage cell, CP: mux4_2
  • Setup crit end kind: primary output
  • Crit-path cells: buf_2 > buf_4 > mux4_2 > clkdlybuf4s50_1
  • Critical path arrival: 20.66 ns
  • Crit start category: primary input
  • Crit path DRT: around 76 ns

Cells and area
  • Share of cells above drive strength 1: 15.6%
  • Most frequent logic cell in the layout: edfxtp_1
  • Final Cell Area: ~0.36 sq mm
  • Post-layout util: a little under half
  • Most numerous logic cells after layout: edfxtp_1, a22oi_1, a221oi_1
  • Syn-to-layout area delta: 14.1%

Placement
  • HPWL Detailed: 618 mm
  • Port bufs: 73
  • Routability congestion estimate: 0.931
  • Placed Area: ~0.33 sq mm

Pwr
  • Worst VDD drop: 0.0199 mV
  • Total Power: roughly 0.0076 W
  • Pwr per Cell Area: 21.2 mW/mm^2
  • LEAKAGE: 110 nW

Job
  • Max-cap violations: 0
  • Tool warnings: approximately 41
-- path summary, 6_finish.rpt --
| kind | end | slack [ns] | start |
|---|---|---|---|
| worst max-delay path | Dout[25] | 55.10 | Address[6] |
| worst max register to register | j.mem_out[4] | 91.20 | j.mem_array[7][4] |
| worst min register to register | h.mem_out[5] | 0.65 | h.mem_array[42][5] |
| worst min-delay path | h.mem_out[5] | 0.65 | h.mem_array[42][5] |
-- area by class of cell --
| class | count | area (sq um) |
|---|---|---|
| antenna | 503 | 1260 |
| timing repair buffer | 972 | 8010 |
| fill | 64000 | 422000 |
| clock inverter | 464 | 3800 |
| multi-input combinational | 7501 | 59400 |
| inverter | 5 | 41.3 |
| clock buffer | 1023 | 21500 |
| tap | 10400 | 13100 |
| sequential | 8320 | 250000 |
-- layer usage --
metal  global-route usage, %  share of wire, %  up-vias
li1                        -                 -    73500
met1                    30.3                29    88900
met2                    39.2                43    14100
met3                    26.8                21     2466
met4                    15.0               6.8      156
met5                    4.81              0.44        -
-- per-stage QoR --
step | hold slack (ns) | worst slack (ns) | std cells
4_1_cts | 0.666 | 55.10 | 28700
3_5_place_dp | 0.657 | 55.10 | 27200
3_3_place_gp | 0.652 | 55.10 | 27200
6_report | 0.646 | 55.10 | 29200
2_1_floorplan | 0.622 | 55.50 | 17100
5_1_grt | 0.688 | 54.97 | 29100
-- synth_stat cells (14+ instances only) --
cell / instances / area share [%]
mux2i_1: 824 / 2.6
nor2_1: 505 / 0.61
edfxtp_1: 8320 / 80
buf_4: 29 / 0.070
a311oi_1: 56 / 0.16
a211o_1: 57 / 0.16
a221oi_1: 1005 / 2.8
nand2_1: 394 / 0.47
o21ai_0: 344 / 0.55
a21oi_1: 429 / 0.69
buf_6: 46 / 0.17
nand4_1: 68 / 0.14
or4_1: 55 / 0.13
a311o_1: 55 / 0.18
clkbuf_1: 716 / 0.86
nand2b_1: 61 / 0.12
nor4_1: 59 / 0.12
a22o_1: 14 / 0.039
and3_1: 114 / 0.23
o22ai_1: 611 / 1.2
o221ai_1: 81 / 0.23
nor3_1: 157 / 0.25
a31oi_1: 63 / 0.13
buf_1: 156 / 0.19
mux2_2: 345 / 1.2
nand3_1: 172 / 0.28
o21ai_1: 36 / 0.058
mux4_2: 193 / 1.4
a222oi_1: 114 / 0.36
a211oi_1: 60 / 0.14
buf_2: 356 / 0.57
a41oi_1: 60 / 0.17
a22oi_1: 1486 / 3.6
-- report_power, final --
part / internal (W) / switching, W
Clock: 0.00172 / 0.00138
Combinational: 0.000102 / 0.000314
Sequential: 0.00406 / 0.00000484
Total: 0.00589 / 0.00170
-- sequential cells by signal (all words and copies together) (netlist names), 512 cells and up --
signal	cells
h.mem_array	512
l.mem_array	512
m.mem_array	512
o.mem_array	512
i.mem_array	512
n.mem_array	512
p.mem_array	512
g.mem_array	512
d.mem_array	512
b.mem_array	512
e.mem_array	512
f.mem_array	512
k.mem_array	512
j.mem_array	512
z.mem_array	512
c.mem_array	512
-- worst max-delay path: cells and delay by family --
family	cells	cell delay, ns
multiplexers	1	0.62
buffers and inverters	3	1.09
-- kinds of logic after synthesis --
group	count (synthesis)
multiplexers	1363
buffers and inverters	1309
AND-OR/OR-AND	4507
flip-flops	8320
AND/OR/NAND/NOR	1631
Power figures rest on the tool's default switching activity, not on a simulated workload.
